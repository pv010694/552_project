`flow/run.sh`:
```
#!/bin/bash
# OpenROAD 26Q1-2900-gdf79404cd8, Yosys 0.63+post, stock flow scripts
make -C /OpenROAD-flow-scripts/flow DESIGN_CONFIG=/design/flow/config.mk WORK_HOME=/design/flow/orfs finish
```
`flow/config.mk`:
```
export PLATFORM = sky130hd
export DESIGN_NAME = wiscf15_alu
export DESIGN_NICKNAME = wiscf15_alu
export VERILOG_FILES = /design/flow/design.v
export SDC_FILE = /design/flow/constraint.sdc
export NUM_CORES = 4
export LEC_CHECK = 1
export CORE_UTILIZATION = 40
```
`flow/design.v`:
```
module wiscf15_alu(src0, src1, shft, func, result ,v,z,n);
input [15:0] src0,src1;
input [3:0] shft;
input [3:0] func;
reg [15:0] src1_new;
output v,z,n;  
reg v,z,n;    		    
output reg [15:0] result; 
reg v1;
reg [15:0] intermediate1,intermediate2,intermediate3;
parameter 
ADD=4'b0000,
PADDSB=4'b0001,
SUB=4'b0010,
NAND=4'b0011,
XOR=4'b0100,
SLL=4'b0101,
SRL=4'b0110,
SRA=4'b0111,
HLT= 4'b1111,
LW=4'b1000,
SW=4'b1001;
always @(*)
begin
n=0; z=0; v=0;
result=16'h0000;
intermediate1=16'h0000;
intermediate2=16'h0000;
intermediate3=16'h0000;
case (func)
ADD : begin 
          result = src0 + src1;   
	  v=(~result[15]&&src0[15]&&src1[15])||(result[15]&&~src0[15]&&~src1[15]);  
          if(v)
	  begin
	  if(src0[15])
	  result=16'h8000;     
	  else
	  result=16'h7fff;     
	  end
	  if(result==16'h0000)
	  z=1;			 
	  if(result[15]==1)
          n=1;			 
	end
PADDSB : begin 
		result[7:0]=src1[7:0]+src0[7:0];
		v1=(~result[7]&&src0[7]&&src1[7])||(result[7]&&~src0[7]&&~src1[7]);
		if(v1)
	 	 begin
		  if(src0[7])
	  	result[7:0]=8'h80;		 
	 	 else
	  	result[7:0]=8'h7f;		 
	  	end
		result[15:8]=src1[15:8]+src0[15:8];
		v1=(~result[15]&&src0[15]&&src1[15])||(result[15]&&~src0[15]&&~src1[15]);
		if(v1)
	 	 begin
		  if(src0[15])
	  	result[15:8]=8'h80;		 
	 	 else
	  	result[15:8]=8'h7f;		 
	  	end
	end
SUB : begin
		src1_new=~src1+1;
		result = src0 + src1_new;   
	 	 v=(~result[15]&&src0[15]&&src1_new[15])||(result[15]&&~src0[15]&&~src1_new[15]);	 
         	 if(v)
	  	begin
	 	 if(src0[15])
	  	result=16'h8000;		 
	  	else
	  	result=16'h7fff;		 
	  	end
		if(result==16'h0000)
	        z=1;				 
		else
		z=0;
	       if(result[15]==1'b1)
                n=1;				 
		else
		n=0;
	end
NAND : begin
		result = ~(src0 & src1);
		if(result==16'h0000)
	        z=1;				 
	end
XOR: begin
		result=src0 ^ src1;
		if(result==16'h0000)
	        z=1;				 
     end
SLL: begin	 intermediate1 = ( shft[0]) ?  {src0[14:0],1'b0} : src0;
		 intermediate2 = (shft [1]) ?  { intermediate1 [13:0],2'b00} : intermediate1;
		 intermediate3 = (shft [2]) ?  {intermediate2[11:0], 4'h0} :intermediate2;
		 result = (shft[3])  ? {intermediate3[7:0],8'h00} : intermediate3;
		if(result==16'h0000)
	        z=1;				 
		end
SRL: begin
		 intermediate1 = ( shft[0]) ?  {1'b0,src0[15:1]} : src0;
		 intermediate2 = (shft [1]) ?  { 2'b00,intermediate1 [15:2]} : intermediate1;
		 intermediate3 = (shft[2]) ?  {4'h0,intermediate2[15:4] } :intermediate2;
		 result = (shft[3])  ? {8'h00,intermediate3[15:8]} : intermediate3;
		if(result==16'h0000)
	        z=1;				 
		 end
SRA : begin
 		  intermediate1 = ( shft[0]) ?  {src0[15],src0[15:1]} : src0;
		 intermediate2 = (shft [1]) ?  { {2{intermediate1[15]}},intermediate1 [15:2]} : intermediate1;
		 intermediate3 = (shft [2]) ?  {{4{intermediate2[15]}},intermediate2[15:4] } :intermediate2;
		 result = (shft[3])  ? {{8{intermediate3[15]}},intermediate3[15:8]} : intermediate3;
		if(result==16'h0000)
	        z=1;				 
		end
LW: begin
	    result=src0+src1;  
    end
SW: begin
		result=src0+src1;	 
     end
default: result=16'h0000;
endcase
end
endmodule
```
`flow/constraint.sdc`:
```
current_design wiscf15_alu

set clk_period 13.0
set clk_io_pct 0.2

create_clock -name clk0 -period $clk_period

set non_clock_inputs [all_inputs -no_clocks]
set_input_delay [expr $clk_period * $clk_io_pct] -clock clk0 $non_clock_inputs
set_output_delay [expr $clk_period * $clk_io_pct] -clock clk0 [all_outputs]
```
==> impl.org <==
#+TITLE: Implementation results

** Run status
- Run status :: completed

** Power and ir drop
- Maximum VDD drop :: 0.00002347 V
- Power after layout :: 296.9 uW
- The script computed a power per unit cell area of 51.40 mW/mm^2.
- Leakage power summed over all cells :: 0.002134 uW
- Net switching power :: 179.1 uW
- The flow reports that combinational logic draws 100.0% of the design power.
- Sequential fraction of design power :: 0%
- Internal portion of total power :: 117.8 uW
- Switching Share :: 60.31%
- Clock Power Share :: 0%

** Timing
- Highest clock frequency the design can meet :: 93.73 MHz
- Adding up every negative setup slack in the final design gives 0 ps.
- The transition time recorded at the tightest slew-check pin is about 870 ps.
- Final hold viol count :: 0
- Headroom to the max-slew limit :: 41.93%
- Worst hold slack after final layout :: 6559 ps
- Final worst-path cycle share :: between 80% and 90%
- Final Setup Violations :: 0
- Setup repair after global routing missed its margin :: no
- Final Critical Period :: about 11000 ps
- Pins over their slew limit :: 0

** Setup path
- Buffer and inverter count on the worst path :: 4
- For the worst setup path, the data arrival time is 8070 ps.
- The longest incremental delay of any stage on the critical path is reported as roughly 640 ps.
- Crit Path Class :: in2out
- Critical path fanouts, max :: 17
- At the worst endpoint, the required time is 10400 ps.
- Walking the critical path from launch to capture passes 20 cell instances.
- Broken down by cell family, the worst path's largest delay share belongs to AND-OR/OR-AND gates.
- The worst setup path is launched from a primary input.
- Critical path endpoint category :: primary output
- Slowest-stage cell, CP :: sky130_fd_sc_hd__o41ai_1
- For reference, the critical path cell chain is clkdlybuf4s50_1, inv_1, ha_1, nand2_1, or2_2, nor2_1, xnor2_1, ha_1, a21o_1, o41ai_1, o21ai_0, a21o_1, a21oi_1, fa_1, nor3_1, buf_4, a21oi_1, o221ai_1, a311o_1, clkdlybuf4s50_1.

** Yosys
- The warning tally printed by Yosys for this design is 1.
- Main area contributors after synthesis :: sky130_fd_sc_hd__a21oi_1 8.2%, sky130_fd_sc_hd__ha_1 8.1%, sky130_fd_sc_hd__mux4_2 7.1%, sky130_fd_sc_hd__o21ai_0 6.7%, sky130_fd_sc_hd__nor2_1 5.4%
- Yosys cell count :: 765
- In this run the cell area of the synthesized design comes to 0.005077 mm^2.
- Top-area cell share :: 8.181%
- Number of unique standard cell types used by synthesis :: 70
- The synthesized design spends more area on one cell type than any other, namely sky130_fd_sc_hd__a21oi_1.
- Register share after synthesis :: 0%
- In this run the mean area of a mapped cell was around 6.6 um^2.
- Mapped Cells :: 765
- Synthesized chip area reported by yosys :: 0.005077 mm^2

** Routing
- For this block, the routed nets add up to 23.43 mm of wire.
- Vias after detailed routing :: 6501
- Once detail routing completed, the nets flagged for antenna violations numbered 0.
- Met1 Wirelength :: 9.693 mm
- Vias per cell :: 6.807
- The highest layer touched by signal routing is met4.
- Routed met2 length :: 10.72 mm
- The final antenna diode tally reported by the flow is 0.
- Iteration tally of the first detailed-router pass :: 6
- DRC violation count after routing :: 0
- DR WL met3 :: between 2 and 2.5 mm
- DRT iter0 DRCs :: 776
- Wire per inst :: 24.53 um

** Layout
- Once layout is done, the placed cells without fillers occupy 0.005777 mm^2.
- The sequential cells in the finished layout cover a total of 0 um^2.
- Cells with a size suffix above 1 make up 6.353% of the layout.
- There are 0 flip-flops and latches.
- Layout fillers :: 1305
- Layout clock buffers :: 0
- Post-synthesis to final-layout area growth :: 13.78%
- MI comb area :: 0.004787 mm^2

** Global route
- Global-route wire length before repair :: around 36 mm
- Via count of the first global-routing pass :: 6017
- Overall routing resource usage recorded by global route was 36.65%.
- The initial antenna violation count is 0.
- Largest net degree at the start of global routing :: between 50 and 60
- Overflow after GRT :: 0

** Floorplanning
- Std-Cell Rows :: 40
- The die covers 0.01315 mm^2.
- between 50 and 60 I/O pins were placed.
- Vertical die dimension :: 114.7 um
- The core region is 0.01221 mm^2.
- At the floorplan stage, the core utilization is reported as 41.58%.
- DIE WIDTH :: roughly 110 um

** Placement
- RePlAce ended its routability-driven mode at a weighted congestion of 1.080.
- Port buffering added 59 buffers.
- Detailed placement finished with a half-perimeter wire length of 18.41 mm.
- The placed instances occupy a cell area of 0.005777 mm^2.

** Hold path
- STA lists the startpoint of the worst hold path as func[2].
- Depth of the worst hold-timing path :: 6
- Path class of the lowest-slack min-delay path :: in2out
- The endpoint of the worst hold path is reported as result[10].

** Run
- Count of tool warnings :: 34
- Max-cap violations in this run came to 0.

** CTS
- Post-CTS Setup Repair Bufs :: 0
- Post-CTS repair ended up resizing 0 cells.
- For this design, the CTS-stage hold fixing added 0 buffers.
cell families after synthesis:
family,after synthesis,share of synthesized area (%)
compound gates,285,36.18
simple gates,282,27.43
buf+inv,76,5.717
mux,47,13.38
fa+ha+maj,40,10.89
xor+xnor,35,6.407
metal layers:
| metal | track usage, % | vias up |
|---|---|---|
| met4 | 11.43 | 0 |
| met3 | 5.502 | 67 |
| li1 | - | 2999 |
| met1 | 50.71 | 3046 |
| met2 | 59.19 | 389 |
| met5 | 0 | - |
power by group through the flow:
stage	clock, uW	sequential (uW)	combinational, uW
CTS	0	0	291
global route	0	0	319
finish	0	0	297
Yosys cell counts (all sizes together) (7+ instances only):
library cell,n
a2111oi,7
a211oi,18
a21o,12
a21oi,83
a31oi,8
and2,7
buf,7
clkbuf,44
fa,7
ha,33
inv,23
mux2,7
mux2i,24
mux4,16
nand2,72
nand2b,8
nand3,22
nand4,9
nor2,73
nor3,34
nor4,9
o2111ai,8
o21ai,68
o221ai,12
o22ai,9
or3,8
xnor2,22
xor2,13
worst min-delay path, stage by stage:
cell                              delay, ps
sky130_fd_sc_hd__clkdlybuf4s50_1        550
sky130_fd_sc_hd__nor4_1                  70
sky130_fd_sc_hd__buf_4                  160
sky130_fd_sc_hd__nand2_1                 50
sky130_fd_sc_hd__o211ai_1               100
sky130_fd_sc_hd__clkdlybuf4s50_1        420
worst max path at each step:
stage,startpoint,end,slack [ps]
after CTS,src1[1],result[6],2380
after global routing,src1[1],result[6],2060
final,src1[1],result[6],2330
cells in the final DEF (no fill, tap or decap), types with 13 or more instances in the layout:
cell type                         count
sky130_fd_sc_hd__nor2_1              73
sky130_fd_sc_hd__nand3_1             21
sky130_fd_sc_hd__buf_4               14
sky130_fd_sc_hd__ha_1                33
sky130_fd_sc_hd__mux2i_1             24
sky130_fd_sc_hd__o21ai_0             68
sky130_fd_sc_hd__clkdlybuf4s50_1     57
sky130_fd_sc_hd__xor2_1              13
sky130_fd_sc_hd__inv_1               22
sky130_fd_sc_hd__nand2_1             72
sky130_fd_sc_hd__xnor2_1             21
sky130_fd_sc_hd__a21oi_1             83
sky130_fd_sc_hd__a211oi_1            18
sky130_fd_sc_hd__mux4_2              16
sky130_fd_sc_hd__nor3_1              34
through the flow:
stage                     setup WS [ps]  std cells  utilization (%)
after floorplan                    3898        765                -
after CTS                          2376        955            47.31
after global placement             2416        955            47.31
final                              2331        955            47.31
after global routing               2058        955            47.31
after detailed placement           2398        955            47.31
final cells by class:
type,count,share of cell area (%)
Timing Repair Buffer,73,11.87
Inverter,25,1.624
Tap cell,168,3.639
Multi-Input combinational cell,689,82.87
No activity file was given, so power comes from the tool's default toggle rates.
